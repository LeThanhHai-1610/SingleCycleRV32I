<file path="./constraint.sdc">
current_design shifter

set clk_period 20.6
set clk_io_pct 0.2

create_clock -name clk0 -period $clk_period

set non_clock_inputs [all_inputs -no_clocks]
set_input_delay [expr $clk_period * $clk_io_pct] -clock clk0 $non_clock_inputs
set_output_delay [expr $clk_period * $clk_io_pct] -clock clk0 [all_outputs]
</file>
<file path="./config.mk">
export PLATFORM = sky130hd
export DESIGN_NAME = shifter
export DESIGN_NICKNAME = shifter
export VERILOG_FILES = /design/flow/design.v
export SDC_FILE = /design/flow/constraint.sdc
export NUM_CORES = 4
export LEC_CHECK = 1
export CORE_UTILIZATION = 50
</file>
<file path="./design.v">
module shifter16(
	input   [1:0]  i_mode16,
	input   [31:0] i_a16,
	input          i_active16,
	output  [31:0] o_shifted16
);
wire [31:0] w_shifted16;
shifter8 block1(
	.i_mode8    (i_mode16),
	.i_a8       (i_a16),
	.i_active8   (i_active16),
	.o_shifted8 (w_shifted16)
);
shifter8 block2  (
	.i_mode8    (i_mode16),
	.i_a8       (w_shifted16),
	.i_active8   (i_active16),
	.o_shifted8 (o_shifted16)
);
endmodule
module shifter8(
	input [1:0]  i_mode8,
	input [31:0] i_a8,
	input        i_active8,
	output [31:0] o_shifted8
);
wire [31:0] w_shifted8;
shifter4 block1(
	.i_mode4    (i_mode8),
	.i_a4       (i_a8),
	.i_active4   (i_active8),
	.o_shifted4 (w_shifted8)
);
shifter4 block2  (
	.i_mode4    (i_mode8),
	.i_a4       (w_shifted8),
	.i_active4   (i_active8),
	.o_shifted4 (o_shifted8)
);
endmodule
module shifter4(
	input [1:0] i_mode4,
	input [31:0] i_a4,
	input        i_active4,
	output  [31:0] o_shifted4
);
wire [31:0] w_shifted4;
shifter2 block1(
	.i_mode2    (i_mode4),
	.i_a2       (i_a4),
	.i_active2   (i_active4),
	.o_shifted2 (w_shifted4)
);
shifter2 block2  (
	.i_mode2    (i_mode4),
	.i_a2       (w_shifted4),
	.i_active2   (i_active4),
	.o_shifted2 (o_shifted4)
);
endmodule
module shifter2(
	input [1:0] i_mode2,
	input [31:0] i_a2,
	input        i_active2,
	output  [31:0] o_shifted2
);
wire [31:0] w_shifted2;
shifter1 block1(
	.i_mode1    (i_mode2),
	.i_a1       (i_a2),
	.i_active   (i_active2),
	.o_shifted1 (w_shifted2)
);
shifter1 block2  (
	.i_mode1    (i_mode2),
	.i_a1       (w_shifted2),
	.i_active   (i_active2),
	.o_shifted1 (o_shifted2)
);
endmodule
module shifter1(
	input [1:0] i_mode1,
	input [31:0] i_a1,
	input        i_active,
	output [31:0] o_shifted1
);
reg [31:0] r_shifted1;
always @(*)
begin
  if (i_active == 0) r_shifted1 = i_a1;
  else
  begin
    if (i_mode1[1] == 0)  
	 begin
	     if (i_mode1[0] == 0) r_shifted1 = {1'b0,i_a1[31:1]}; 
	     else                 r_shifted1 = {i_a1[31],i_a1[31:1]}; 
	 end
	 else 
	 begin
		 if (i_mode1[0] == 0) r_shifted1 = {i_a1[30:0],1'b0}; 
		 else                 r_shifted1 = {i_a1[30:0],1'b0}; 
	 end
  end
end
assign o_shifted1 = r_shifted1;
endmodule
module mux2to1 (
input      [31:0] in0,
input      [31:0] in1,
input             mux_sel,
output reg [31:0] r
);
always @(*)
begin
	if (mux_sel == 1'b0) r =  in0;  
	else                 r =  in1;
end
endmodule
module shifter (
	input [31:0]   i_a,
	input [31:0]    i_b,
	input [1:0]    i_mode,
	output  [31:0]  o_shifted
);
wire [31:0] w_shifted1        ;
wire [31:0] w_shifted2        ;
wire [31:0] w_shifted4        ;
wire [31:0] w_shifted8        ;
wire [31:0] w_shifted16       ;
wire [31:0] w_shifted32       ;
wire w_b1 = |(i_b[31:5])      ;
wire [5:0]  w_b = (w_b1 == 1)? 6'b111111:{w_b1,i_b[4:0]}    ;
shifter1 blck1 (
	.i_mode1     (i_mode),
	.i_a1        (i_a),
	.i_active    (w_b[0]),
	.o_shifted1  (w_shifted1)
);
shifter2 blck2 (
	.i_mode2     (i_mode),
	.i_a2        (w_shifted1),
	.i_active2   (w_b[1]),
	.o_shifted2  (w_shifted2)
);
shifter4 blck3 (
	.i_mode4     (i_mode),
	.i_a4        (w_shifted2),
	.i_active4   (w_b[2]),
	.o_shifted4  (w_shifted4)
);
shifter8 blck4 (
	.i_mode8     (i_mode),
	.i_a8        (w_shifted4),
	.i_active8   (w_b[3]),
	.o_shifted8  (w_shifted8)
);
shifter16 blck5 (
	.i_mode16     (i_mode),
	.i_a16        (w_shifted8),
	.i_active16   (w_b[4]),
	.o_shifted16  (w_shifted16)
);
shifter1 blck6 (
	.i_mode1     (i_mode),
	.i_a1        (w_shifted16),
	.i_active    (w_b[5]),
	.o_shifted1  (w_shifted32)
);
assign o_shifted = w_shifted32;
endmodule
</file>
<file path="./run.sh">
#!/bin/bash
# OpenROAD 26Q1-2900-gdf79404cd8, Yosys 0.63+post, stock flow scripts
make -C /OpenROAD-flow-scripts/flow DESIGN_CONFIG=/design/flow/config.mk WORK_HOME=/design/flow/orfs finish
</file>
==> out/metrics.cfg <==
[cts]
ctsHoldBuffers=0
post_cts_buffers=0
cts_resized=0

[synthesis]
ys_seq_share=0
yosysWarnings=1
avgSynthCellArea_sq_um=6.54
syn-instance-count=738
yosys-top-cells-area=a21oi_1 (7.1%), nor2_1 (6.4%), mux4_2 (6.1%)
synth-area-yosys_sq_um=4830
synth_stat.cells=738
top_area_cell=a21oi_1
yosysUniqueCellTypes=84
synth_area_sq_um=4830
synth_top_area_share=0.0705

[critical_path]
cp.required_ps=16480
endpoint_kind=output port
critPathLaunchType=input port
crit_start=i_b[30]
crit_buf_inv=4
criticalPathCategory=in2out
cpMaxStageDelayCell=a211oi_1
max_stage_delay_ps=1030
cp_top_family=AND-OR/OR-AND gates
path_max_fanout=42
cp.arrival_ps=8660
path_cells=clkdlybuf4s50_1, or4_1, nor3_2, buf_4, nand3_1, buf_4, a211oi_1, a211oi_1, a221oi_1, o22ai_1, a221oi_1, clkdlybuf4s50_1

[timing]
finalSetupViolations=0
setup_slack_ps=7820
period_needed_ps=12780
max_freq_mhz=78.3
max_slew_margin=0.161
worst_slew_pin_slew_ps=1250
slew_violations=0
whs_ps=9400
fin_crit_sh=0.620
tns_ps=0
grt_setup_unrepaired=false
hold_viol=0

[power]
swShare=0.580
power.total_uw=99.9
irDropWorstVdd_v=0.0000258
seq_power_share=0
p_per_area_nw_per_um2=17.4
p_sw_uw=57.9
p_leak_nw=1.90
p_int_uw=42.0
p_comb_frac=1.000
power_frac_clock=0

[run]
maxCapViolCount=0
tool_warnings=33

[placement]
place_ws_ps=7990
dp_hpwl_um=17800
portBuffers=98
place_inst=905
gp_congestion=1.11
placed_area_sq_um=5740

[finish]
final-instance-count-excl-fill=905
n_clock_buffer=0
fin_util=0.618
syn2layout_area_growth_pct=18.9
design_area_sq_um=5740
layout_top_cell=clkdlybuf4s50_1
final_layout_size_suffix_gt1_frac=0.115
flops=0
regArea_sq_um=0
layout.cells.most_common_list=clkdlybuf4s50_1 (97), nor2_1 (80), a21oi_1 (68), nand2_1 (58), nor3_1 (49)

[floorplan]
ios=98
chip_area_sq_um=10000
num_rows=35
fp.dieH_um=100
coreArea_sq_um=9280
die_w_um=100
fp_util=0.520

[drt]
drt-met1-wl_um=8760
wl_um=24800
dr.pass1.iters=8
vias=7156
top_layer=met4
drc_errors=0
wl_per_cell_um=27.4
viasPerCell=7.91
ant_nets=0
wl_met3_um=3960
first_iter_violations=1140
insertedDiodeCount=0
met2_length_um=10100

[grt]
grt_pass1_vias=6672
grt_first_pass_wirelength_um=39100
gr-total-overflow=0
antenna_found_initial=0
track_usage=0.516
grt_max_degree=50

[hold_path]
min_from=i_mode[1]
worstHoldPathType=in2out

[outcome]
status=complete, no violations

layout make-up:
cell class                      instances  area (sq um)
Multi-Input combinational cell        648          4410
Timing Repair Buffer                  119          1140
Tap cell                              129           161
Inverter                                9          33.8
Fill cell                             879          3550
cell families (layout without fill, tap and decap cells):
kind of cell,Yosys count,after routing,synth area share
mux,50,50,0.144
simple gates,277,277,0.290
buf+inv,90,128,0.0892
compound gates,321,321,0.477
Yosys cell counts, drive strengths merged (3+ instances only):
| master | count |
|---|---|
| a311oi | 8 |
| o211ai | 14 |
| clkbuf | 47 |
| a221oi | 11 |
| nor4 | 12 |
| mux2 | 10 |
| a2bb2oi | 3 |
| and3 | 4 |
| nand4 | 6 |
| nand2b | 4 |
| a31o | 4 |
| o21a | 4 |
| a41oi | 4 |
| a31oi | 20 |
| inv | 9 |
| o32ai | 5 |
| a221o | 3 |
| nand3 | 21 |
| a21oi | 69 |
| a21o | 13 |
| nand2 | 59 |
| mux2i | 26 |
| nor3 | 61 |
| a211o | 4 |
| a32oi | 4 |
| and2 | 4 |
| a22oi | 8 |
| o21ai | 41 |
| o221ai | 9 |
| o22ai | 21 |
| o311ai | 5 |
| o31ai | 6 |
| or2 | 3 |
| nor2 | 85 |
| or4 | 6 |
| or3 | 9 |
| a2111oi | 8 |
| buf | 34 |
| mux4 | 14 |
| a211oi | 37 |
| a21boi | 4 |
per-layer routing:
layer | GRT usage | vias up
li1 | - | 3038
met1 | 0.677 | 3221
met2 | 0.739 | 714
met3 | 0.184 | 183
met4 | 0.291 | 0
met5 | 0 | -
worst paths after layout:
check                 depth (start not counted)            end  slack, ps
worst max-delay path                         12  o_shifted[16]       7820
worst min-delay path                          6  o_shifted[18]       9400
power by group through the flow:
| stage | combinational, mW | clock, mW | sequential (mW) |
|---|---|---|---|
| CTS | 0.0952 | 0 | 0 |
| global route | 0.105 | 0 | 0 |
| finish | 0.0999 | 0 | 0 |
No activity file was given, so power comes from the tool's default toggle rates.
