==> design.v <==
module RegisterFile(
	input      [4:0]  readreg1, readreg2, writereg,
	input      [31:0] writedata,
	input             write,clk,rst_n,
	output reg [31:0] readdata1, readdata2	
);
reg [31:0] register [0:31];
integer i;
always @ (posedge clk) begin
if (!rst_n) begin
		for (i=0;i<32;i=i+1) begin
		register[i] <= 32'b0;
	   end
end
else begin
		if (write && writereg !=0) begin
			register[writereg]<=writedata;
		end
end
end
always @ (*) begin
	if(!rst_n||readreg1==0) begin
		readdata1<=0;
	end else if (!write && readreg1 == writereg) begin
		readdata1 <= writedata;
	end else begin
		readdata1 <= register[readreg1];
	end
end
always @ (*) begin
	if(!rst_n||readreg2==0) begin
		readdata2<=0;
	end else if (!write && readreg2 == writereg) begin
		readdata2 <= writedata;
	end else begin
		readdata2 <= register[readreg2];
	end
end
endmodule
==> run.sh <==
#!/bin/bash
# OpenROAD 26Q1-2900-gdf79404cd8, Yosys 0.63+post, stock flow scripts
make -C /OpenROAD-flow-scripts/flow DESIGN_CONFIG=/design/flow/config.mk WORK_HOME=/design/flow/orfs finish
==> config.mk <==
export PLATFORM = sky130hd
export DESIGN_NAME = RegisterFile
export DESIGN_NICKNAME = RegisterFile
export VERILOG_FILES = /design/flow/design.v
export SDC_FILE = /design/flow/constraint.sdc
export NUM_CORES = 4
export LEC_CHECK = 1
export CORE_UTILIZATION = 30
==> constraint.sdc <==
current_design RegisterFile

set clk_period 32.2
set clk_io_pct 0.2

create_clock -name clk0 -period $clk_period [get_ports {clk}]

set non_clock_inputs [all_inputs -no_clocks]
set_input_delay [expr $clk_period * $clk_io_pct] -clock clk0 $non_clock_inputs
set_output_delay [expr $clk_period * $clk_io_pct] -clock clk0 [all_outputs]
==> COMMIT_EDITMSG <==
Record implementation results from latest flow run

- Across every metal layer, demand over resource in global routing totals 24.2%.
- Registers, synthesis: slightly above 1k
- The clock period could shrink to 16.74 ns.
- Standard cell area after detailed placement: between 0.05 and 0.06 mm^2
- Core Area: 0.182 mm^2
* Clock root buffer: sky130_fd_sc_hd__clkbuf_16
- Per the post-synthesis report, the number of cells in the design is around 3.9k.
* Port Buf Inserts: approximately 110
* Cell Rows: 156
- STA classifies the critical path startpoint as an input pin.
* Number of antenna violations at the first check in global routing: 17
- Final HPWL DP: 124000 um
* First drt pass iteration count: 5
- The share of total power dissipated in the clock network is approximately 38%.
- Class of the tightest hold or removal check: input pin to register
- The global routing report lists met1 layer usage as 25.1%.
- Hold is met by between 6 and 7 ns.
* YS warnings: 1
- Summing internal, switching and leakage power gives between 3 and 4 mW.
* Met2 GRT Util: 34.5%
- Most frequent cell after synthesis: sky130_fd_sc_hd__edfxtp_1
* Number of clock buffers inserted by TritonCTS: 105
- Looking at the power breakdown, sequential logic takes 49.6% of the total.
- Count of buffering cells on the critical path with inverters included: 4
- Once detail routing completed, the nets flagged for antenna violations numbered 0.
* Drt wl/cell: 33.3 um
- The internal power of the cells totals 2.36 mW.
* Largest delay contributor family on the critical path: buffers and inverters
- The area growth from synthesis to layout is 13.8%.
- Number of cell instances after yosys synthesis: 3860
- For this design, the slowest cell found on the critical path is sky130_fd_sc_hd__buf_4.
- Commonest cells in the netlist: sky130_fd_sc_hd__edfxtp_1 (1024), sky130_fd_sc_hd__and2_1 (993), sky130_fd_sc_hd__mux4_2 (386)
- STA classifies the critical path endpoint as an output pin.
- Post-synthesis instance area: 0.0550 mm^2
- The setup path with the least slack is of type input pin to output pin.
* Gp weighted congestion: 0.944
* Biggest fanout along the worst timing path: 27
- Layout cell share with drive strength beyond 1: 20.2%
- Resize count post-CTS: 0
- The final route contains ~36k vias.
- Top Registers: register (1024)
- Per the finish-stage timing summary, setup violations number 0.
- The synthesized design contains 1024 enable-type register cells.
- Deepest clock path buffer count: 3
* Number of cells after detailed placement: between 6k and 7k
- Run status: finished clean
* Violation count after the first detailed-route iteration: between 2k and 2.5k
- Pre-CTS WS: ~16 ns
- For hold timing, the worst endpoint is register[3][16].
- On met3, the global router reports a usage of 19.9%.
- After detailed routing, the number of remaining DRC violations is 0.
- Routed via count divided by cell count: 5.67
* Upper clock frequency limit: 59.7 MHz
- The chip area line in the Yosys stat output reads 0.0550 mm^2.
- The net switching power in the latest report is 0.819 mW.
- Maximum VDD drop: 0.0388 mV
* Horiz. Die Dim: roughly 430 um
- Combinational logic is responsible for 12.9% of the overall power.
- Number of global-route vias before repair: 38.2k
- The first global-routing pass estimated 293000 um of wire.
- More flip-flops sit in one register than any other, and that register is register.
* Non-filler instance count after layout: 6335
- Max-slew headroom: 29.4%
- Effective utilization at floorplan: 30.3%
- Entering global routing, the biggest net connects ~71 pins.
* Number of hold violations in the final report: 0
* Portion of the clock cycle consumed by the worst path in the final layout: 52.0%
- Setup TNS Final: 0 ns
- The clock net in this run drives a total of 1024 sinks.
* Share of the yosys chip area belonging to registers: 55.9%
- For reference, the critical path cell chain is buf_4, buf_4, xnor2_1, nand4_1, or3_1, nor2_4, buf_4, a32o_1, clkdlybuf4s50_1.
- Required time reported for the critical path endpoint: 25.76 ns
- In this run, post-CTS hold repair placed 0 buffers.
- Per the synthesis report, the dominant area consumer among library cells is sky130_fd_sc_hd__edfxtp_1.
* Primary FF master, synth: sky130_fd_sc_hd__edfxtp_1
* Clock H-tree levels: 3
* Worst Tran Pin Value: 1.06 ns
- Most frequent cell on the critical path: sky130_fd_sc_hd__buf_4
- The final max-slew violation count recorded for this run is 0.
- The worst hold path was traced through 2 stages.
- Post-CTS setup buffer count: 0
- The global route stage reports its total congestion overflow as 0.
- RSZ-0062 raised after global routing: false
- The most critical setup path has its startpoint at readreg1[4].
- Yosys attributes the largest share of cell area to sky130_fd_sc_hd__edfxtp_1 (56%), sky130_fd_sc_hd__mux4_2 (16%), sky130_fd_sc_hd__and2_1 (11%).
- Total power per unit cell area: 50.7 mW/mm^2
* FFs w/ async S/R, synth: 0%
- Launch point of the worst hold path: rst_n
- Die Area: 0.185 mm^2
- Net switching is about a quarter of the power.
* Worst path arrival time: 10.30 ns
- Most congested layer reported by global routing: met2
- Across the run, the number of max-cap violations was 0.
* Lkg Pwr: 21.5 nW
* Mean instance size in the synthesized netlist: 14.3 um^2
- Max reg flops: 1024
- Layout Utilization: 34.5%
* Reg clk slew, reported paths: approximately 0.070 ns
- Fin area: 0.0626 mm^2
- WL final: 211000 um
* Delay of the slowest cell on the worst path: just under 0.7 ns
- Vertical die dimension: 430 um
- CTS tree: built
- Number of warnings the tools reported: 26
- I/O pin count: ~110
* Top area contributor share: 55.9%
* Library cells used by synthesis: 42
* Setup slack after layout: ~15 ns
==> area by class of cell <==
class                           count  area, um^2
Timing Repair Buffer              289        2490
Inverter                            5        20.0
Clock inverter                     61         439
Fill cell                       17100      119000
Clock buffer                      127        2800
Multi-Input combinational cell   2444       23100
Sequential cell                  1024       30700
Antenna cell                       15        37.5
Tap cell                         2370        2970
==> worst max path at each step <==
| stage | to | cells past startpoint |
|---|---|---|
| 4_1_cts | readdata1[9] | 9 |
| 5_1_grt | readdata2[16] | 9 |
| 6_report | readdata1[19] | 9 |
==> power by group through the flow <==
| stage | sequential, mW | clock [mW] | combinational, mW |
|---|---|---|---|
| 5_1_grt | 1.58 | 1.25 | 0.427 |
| 6_report | 1.58 | 1.19 | 0.410 |
| 4_1_cts | 1.58 | 1.20 | 0.405 |
==> placed cells by master, fill, tap and decap left out, drive strengths merged <==
| cell type | count |
|---|---|
| a211oi | 32 |
| a21boi | 1 |
| a21oi | 33 |
| a221o | 31 |
| a221oi | 63 |
| a22oi | 95 |
| a31oi | 2 |
| a32o | 32 |
| a32oi | 2 |
| and2 | 994 |
| and3 | 30 |
| buf | 185 |
| bufinv | 5 |
| clkbuf | 127 |
| clkdlybuf4s50 | 104 |
| clkinv | 48 |
| clkinvlp | 6 |
| conb | 32 |
| diode | 15 |
| edfxtp | 1024 |
| inv | 7 |
| mux2i | 283 |
| mux4 | 386 |
| nand2 | 193 |
| nand3 | 32 |
| nand3b | 5 |
| nand4 | 4 |
| nor2 | 43 |
| nor2b | 4 |
| nor3 | 2 |
| o2111a | 1 |
| o2111ai | 1 |
| o21ai | 63 |
| o221ai | 32 |
| o22ai | 31 |
| o311a | 2 |
| or3 | 3 |
| or3b | 2 |
| xnor2 | 8 |
| xor2 | 2 |
==> cell families after synthesis <==
family | count (synthesis) | synth area share (%)
simple gates | 1312 | 13.8
flops | 1024 | 55.9
mux | 669 | 20.9
buf+inv | 423 | 3.48
compound gates | 421 | 5.76
xor+xnor | 10 | 0.159
other cells | 1 | 0.00681
==> per-layer routing <==
layer	wire length, um	share of wire (%)	up-vias
met5	493	0.23	-
met4	12500	6.0	22
met3	39800	19	630
met2	92900	44	2890
met1	64900	31	17600
li1	-	-	14800
Power and IR drop assume default switching activity.
