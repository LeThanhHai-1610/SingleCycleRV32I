==> flow/run.sh <==
#!/bin/bash
# OpenROAD 26Q1-2900-gdf79404cd8, Yosys 0.63+post, stock flow scripts
make -C /OpenROAD-flow-scripts/flow DESIGN_CONFIG=/design/flow/config.mk WORK_HOME=/design/flow/orfs finish
==> flow/config.mk <==
export PLATFORM = sky130hd
export DESIGN_NAME = module_32_D_FF
export DESIGN_NICKNAME = module_32_D_FF
export VERILOG_FILES = /design/flow/design.v
export SDC_FILE = /design/flow/constraint.sdc
export NUM_CORES = 4
export LEC_CHECK = 1
export CORE_AREA = 10 10 85 85
export DIE_AREA = 0 0 95 95
==> flow/constraint.sdc <==
current_design module_32_D_FF

set clk_period 1.0
set clk_io_pct 0.2

create_clock -name clk0 -period $clk_period [get_ports {i_clk}]

set non_clock_inputs [all_inputs -no_clocks]
set_input_delay [expr $clk_period * $clk_io_pct] -clock clk0 $non_clock_inputs
set_output_delay [expr $clk_period * $clk_io_pct] -clock clk0 [all_outputs]
==> flow/design.v <==
module module_32_D_FF (
    input i_clr,
    input [31:0] i_D,
	 input i_clk,
	 output [31:0] o_Q
);
wire [31:0] w_Q;
genvar             m;
  generate 
      for (m=0; m<=31; m=m+1) 
      begin : D_FF
          mini_D_FF blk( 
              .clr (i_clr),
				  .D (i_D[m]),
				  .clk (i_clk),
			     .Q (w_Q[m])	  
              );
      end
  endgenerate
assign o_Q = w_Q;
endmodule
module mini_D_FF (
    input clr,
    input D,
	 input clk,
	 output Q
);
reg r_Q;
always @(posedge clk or posedge clr)
begin
    if (clr) r_Q = 0;
	 else
	 begin
	     if (clk) r_Q = D;
		  else r_Q = r_Q;
    end	
end
assign Q = r_Q;
endmodule
==> changes_impl.md <==
### Metrics

- Status: finished clean
- Cell area after synthesis: 1040 sq um
- Number of endpoints failing setup at the final stage: 0
- Slew Limit Fails: 0
- Count of max-cap constraint violations: 0
- First-pass detailed-route iteration total: 2
- Initial detailed-routing violation count: 7
- Chip area: 9030 sq um
- Footprint of the multi-input gates: 0 sq um
- # Post-CTS Setup Buffers: 0
- Endpoint required time on the critical path: 0.80 ns
- Average routed wire per standard cell: 13.4 um
- Crit-path max FO: 1
- Via count of the first global-routing pass: 602
- Synthesis-to-finish area growth: 44.8%
- Setup crit end kind: primary output
- Final hold violations: 0
- Count of mapped cells out of synthesis: 65
- Number of top-level design ports: 66
- Period utilisation layout: 0.950
- Tightest Pin Transition: 0.169 ns
- Port Buffer Count: 65
- Yosys warnings: 1
- Count of clock tree sinks: 32
- Maximum level of the CTS H-tree: 2
- Worst rel slew slack: 0.887
- Via count: 535
- Most frequently placed logic cells in the final layout: clkdlybuf4s50_1 (33), dfrtp_1 (32), buf_2 (32)
- Clock share of power: 0.423
- Worst setup path startpoint: D_FF[31].blk.r_Q
- Number of warnings in the stage logs: 25
- Routed WL: 2.40 mm
- Cell count listed in synth_stat.txt: 65
- Class of the tightest hold or removal check: input port to async pin
- Post-CTS Hold Buffers: 0
- Number of flip-flops under the largest register name: 32
- Total net switching power: 494 uW
- Design Power: 2750 uW
- Number of buffers created by CTS: 5
- Cell at the root of the clock tree: clkbuf_8
- Gr usage total: 0.0514
- Post-synth regs: 32
- Buffers from clock root to sink, at most: 2
- Internal power of the cells: 2260 uW
- Post-layout utilization of the core: 0.276
- Syn Area/Cell: 16.1 sq um
- Clock tree from TritonCTS: yes
- Peak per-stage delay on the critical path: 0.37 ns
- Slowest library cell on the worst path: dfrtp_1
- Die Height: 95 um
- Antenna violations before repair: 0
- Floorplan Utilization: 0.191
- Leading cell type in the layout, fill and taps excluded: clkdlybuf4s50_1
- Largest net degree at the start of global routing: 33
- Share of total power in combinational logic: 0.078
- Crit Path Class: register to primary output
- Clk pin slew, worst setup/hold paths: 0.06 ns
- Crit path buffers/inverters: 1
- Cell Pwr Density: 1820 nW/um^2
- Number of placement rows: 27
- RSZ-0062 raised after global routing: no
- Cell family contributing the most delay on the critical path: flip-flops
- Multi-input gates: 0
- Antenna cell count: 0
- Ratio of cells with drive above 1 in the final layout: 0.374
- Library cells used by synthesis: 3
- First-pass GRT wire length: 3.44 mm
- PostCTS Resize Cnt: 100
- Shortest period the worst path allows: 0.950 ns
- Arrival time of data at the critical path endpoint: 0.75 ns
- Placeable core area: 5470 sq um
- Chip area from the yosys synthesis statistics: 1040 sq um
- Setup TNS: 0 ns
- Part of the power in registers: 0.499
- Top achievable clock speed: 1050 MHz
- Via density per instance: 2.99
- Net Sw Frac: 0.179
- DRC violations left: 0
- Die width: 95 um
- Final GP Congestion: 0.778
- Post-synthesis sequential area ratio: 0.766
- Cells along the critical path: buf_2
- Worst vdd rail ir drop: 0.000621 V
- Pleak: 0.000698 uW
- Number of fill cells: 588
- GR Overflow Total: 0
- Kind of start point of the critical path: register
- Post-detailed-route count of antenna-violating nets: 0
## power groups by stage
stage                 clock network [uW]  logic, uW  registers [uW]
after CTS                           1220        225            1370
after global routing                1280        238            1380
final                               1160        214            1370
## layout make-up
type / count / area, sq um / area share
clock buffer: 6 / 72.6 / 0.0480
inverter: 1 / 3.75 / 0.00248
sequential: 32 / 801 / 0.529
timing repair buffer: 66 / 510 / 0.337
tap: 72 / 90.1 / 0.0596
clock inverter: 2 / 35.0 / 0.0232
## how the worst max path moves through the flow
stage | to | cells after the start
4_1_cts | o_Q[31] | 1
5_1_grt | o_Q[5] | 1
6_report | o_Q[31] | 1
## stage by stage
| step | hold slack, ns | setup WS, ns | instances | cell area (sq um) |
|---|---|---|---|---|
| after global routing | 0.280 | 0.00811 | 179 | 1510 |
| after CTS | 0.284 | 0.0292 | 179 | 1510 |
| after detailed placement | 0.587 | 0.00771 | 171 | 1570 |
| after global placement | 0.556 | 0.00836 | 171 | 1570 |
| after floorplan | 0.231 | 0.109 | 65 | 1040 |
| final | 0.289 | 0.0497 | 179 | 1510 |
## Yosys cell counts
library cell,instances,share of area
dfrtp_1,32,0.77
buf_4,32,0.23
inv_1,1,0.0036
## routing by layer
layer | part of all wire | GRT usage | up-vias
met5 | 0 | 0 | -
met3 | 0.15 | 0.0409 | 2
met1 | 0.34 | 0.0506 | 249
met4 | 0.0042 | 0.00623 | 0
met2 | 0.50 | 0.0858 | 40
li1 | - | - | 244
## cell families (layout without fill, tap and decap cells)
kind of cell / count (synthesis) / after routing / synth area share
DFF: 32 / 32 / 0.766
buffers and inverters: 33 / 75 / 0.234
Power is estimated from default activity; no workload was simulated.
